===== config.mk =====
export PLATFORM = sky130hd
export DESIGN_NAME = slt_32b
export DESIGN_NICKNAME = slt_32b
export VERILOG_FILES = /design/flow/design.v
export SDC_FILE = /design/flow/constraint.sdc
export NUM_CORES = 4
export LEC_CHECK = 1
export CORE_AREA = 10 10 79 79
export DIE_AREA = 0 0 89 89

===== design.v =====
module adder_32b(i0, i1, cin, cout, sum, ovflw);
input [31:0] i0, i1;
input cin;
output [31:0] sum;
output cout, ovflw;
wire [3:0] w;
	adder_8b adder1(i0[7:0], i1[7:0], cin, w[0], sum[7:0]);
	adder_8b adder2(i0[15:8], i1[15:8], w[0], w[1], sum[15:8]);
	adder_8b adder3(i0[23:16], i1[23:16], w[1], w[2], sum[23:16]);
	adder_8b adder4(i0[31:24], i1[31:24], w[2], cout, sum[31:24]);
	xor V(ovflw, w[2], cout);
endmodule
module adder_8b(i0, i1, cin, cout, sum);
input [7:0] i0, i1;
input cin;
output [7:0] sum;
output cout;
wire [7:0] w;
	full_adder adder1(.i0(i0[0]), .i1(i1[0]), .cin(cin), .cout(w[0]), .sum(sum[0]));
	full_adder adder2(.i0(i0[1]), .i1(i1[1]), .cin(w[0]), .cout(w[1]), .sum(sum[1]));
	full_adder adder3(.i0(i0[2]), .i1(i1[2]), .cin(w[1]), .cout(w[2]), .sum(sum[2]));
	full_adder adder4(.i0(i0[3]), .i1(i1[3]), .cin(w[2]), .cout(w[3]), .sum(sum[3]));
	full_adder adder5(.i0(i0[4]), .i1(i1[4]), .cin(w[3]), .cout(w[4]), .sum(sum[4]));
	full_adder adder6(.i0(i0[5]), .i1(i1[5]), .cin(w[4]), .cout(w[5]), .sum(sum[5]));
	full_adder adder7(.i0(i0[6]), .i1(i1[6]), .cin(w[5]), .cout(w[6]), .sum(sum[6]));
	full_adder adder8(.i0(i0[7]), .i1(i1[7]), .cin(w[6]), .cout(cout), .sum(sum[7]));
endmodule
module full_adder(i0, i1, cin, cout, sum);
	input i0, i1, cin;
	output cout, sum;
	wire w1, w2, w3;
	xor sum_input(w1, i0, i1);
	xor sum_result(sum, w1, cin);
	and carry_first(w2, w1, cin);
	and carry_second(w3, i0, i1);
	or carry_out(cout, w2, w3); 
endmodule
module not_32b(i, out);	
	input [31:0] i;
	output [31:0] out;
	not g1(out[0], i[0]);
	not g2(out[1], i[1]);
	not g3(out[2], i[2]);
	not g4(out[3], i[3]);
	not g5(out[4], i[4]);
	not g6(out[5], i[5]);
	not g7(out[6], i[6]);
	not g8(out[7], i[7]);
	not g9(out[8], i[8]);
	not g10(out[9], i[9]);
	not g11(out[10], i[10]);
	not g12(out[11], i[11]);
	not g13(out[12], i[12]);
	not g14(out[13], i[13]);
	not g15(out[14], i[14]);
	not g16(out[15], i[15]);
	not g17(out[16], i[16]);
	not g18(out[17], i[17]);
	not g19(out[18], i[18]);
	not g20(out[19], i[19]);
	not g21(out[20], i[20]);
	not g22(out[21], i[21]);
	not g23(out[22], i[22]);
	not g24(out[23], i[23]);
	not g25(out[24], i[24]);
	not g26(out[25], i[25]);
	not g27(out[26], i[26]);
	not g28(out[27], i[27]);
	not g29(out[28], i[28]);
	not g30(out[29], i[29]);
	not g31(out[30], i[30]);
	not g32(out[31], i[31]);
endmodule
module or_32b(i0, i1, out);
	input [31:0] i0, i1;
	output [31:0] out;
	or or1(out[0], i0[0], i1[0]);
	or or2(out[1], i0[1], i1[1]);
	or or3(out[2], i0[2], i1[2]);
	or or4(out[3], i0[3], i1[3]);
	or or5(out[4], i0[4], i1[4]);
	or or6(out[5], i0[5], i1[5]);
	or or7(out[6], i0[6], i1[6]);
	or or8(out[7], i0[7], i1[7]);
	or or9(out[8], i0[8], i1[8]);
	or or10(out[9], i0[9], i1[9]);
	or or11(out[10], i0[10], i1[10]);
	or or12(out[11], i0[11], i1[11]);
	or or13(out[12], i0[12], i1[12]);
	or or14(out[13], i0[13], i1[13]);
	or or15(out[14], i0[14], i1[14]);
	or or16(out[15], i0[15], i1[15]);
	or or17(out[16], i0[16], i1[16]);
	or or18(out[17], i0[17], i1[17]);
	or or19(out[18], i0[18], i1[18]);
	or or20(out[19], i0[19], i1[19]);
	or or21(out[20], i0[20], i1[20]);
	or or22(out[21], i0[21], i1[21]);
	or or23(out[22], i0[22], i1[22]);
	or or24(out[23], i0[23], i1[23]);
	or or25(out[24], i0[24], i1[24]);
	or or26(out[25], i0[25], i1[25]);
	or or27(out[26], i0[26], i1[26]);
	or or28(out[27], i0[27], i1[27]);
	or or29(out[28], i0[28], i1[28]);
	or or30(out[29], i0[29], i1[29]);
	or or31(out[30], i0[30], i1[30]);
	or or32(out[31], i0[31], i1[31]);	
endmodule
module slt_32b(i0, i1, out);
input [31:0] i0, i1;
output [31:0] out;
wire [31:0] sum;
wire cout, v, res;
sub_32b sub(i0, i1, cout, sum, v);
xor xor1(res, sum[31], v);
or_32b result({31'b0, res}, 32'b0, out);
endmodule
module sub_32b(i0, i1, cout, sum, ovflw);
	input [31:0] i0, i1;
	output [31:0] sum;
	output cout, ovflw;
	wire [31:0] w1;
	not_32b ones_comp(i1, w1);
	adder_32b twos_com(i0, w1, 1'b1, cout, sum, ovflw);
endmodule

===== run.sh =====
#!/bin/bash
# OpenROAD 26Q1-2900-gdf79404cd8, Yosys 0.63+post, stock flow scripts
make -C /OpenROAD-flow-scripts/flow DESIGN_CONFIG=/design/flow/config.mk WORK_HOME=/design/flow/orfs finish

===== constraint.sdc =====
current_design slt_32b

set clk_period 8.4
set clk_io_pct 0.2

create_clock -name clk0 -period $clk_period

set non_clock_inputs [all_inputs -no_clocks]
set_input_delay [expr $clk_period * $clk_io_pct] -clock clk0 $non_clock_inputs
set_output_delay [expr $clk_period * $clk_io_pct] -clock clk0 [all_outputs]

==> out/summary.txt <==
die area = 7920 um^2
Yosys top cell by area = ha_1
drt wl/cell = 11.7 um
logic area = 820 um^2
Critical Path End Type = output port
post-cts resize count = 0
area growth from synthesis to layout = 55.5%
Final Slew Violations = 0
grt ovf = 0
Cell Pwr Density = 45.3 nW/um^2
Die H = 89 um
initial antenna violation count = 0
Post-Syn Instances = 135
post-synthesis sequential area ratio = 0%
vias in the first global route = 968
# clk buffers = 0
hold buffer count at CTS = 0
post-detail-place hpwl = 2890 um
post-layout period usage = 77.7%
Setup WS post-layout = 1870 ps
core area = 4660 um^2
largest net degree at the start of global routing = 3
post-route setup TNS = 0 ps
RSZ-0062 raised after global routing = no
WP data arrival = 4850 ps
layout cells sized above 1 = 3.54%
first-pass GRT wire length = 4520 um
most frequent logic cell in the layout = clkdlybuf4s50_1
Die X = 89 um
fmax = 153 MHz
synth top area cells = ha_1 35%, buf_4 23%, inv_1 11%
Ports = 96
Mapped Area = 1060 um^2
status = finished, final reports clean
minimum clock period = 6530 ps
max_cap viols = 0
yosys cell count = 135
IO Port Bufs = 65
Avg Inst Size Synth = 7.88 um^2
total routed wirelength = 2950 um
CP max FO = 2
row count = 25
final setup violation count = 0
Post-CTS Setup Inserts = 0
yosys stat chip area = 1060 um^2
yosys warns = 0
# diodes = 0
Post-route DRC = 0
final hold violations = 0
Fillers = 485
FF+latch area = 0 um^2
post-route ant nets = 0
Placer Congestion = 0.785
Initial Util = 22.8%
tool warnings = 32
Top cell area share = 35.3%
total number of vias = 973
HP Class = in2out
Iteration-0 DRC Markers = 7
GRT Overall Usage = 6.92%
length of the first detailed-routing pass in iterations = 2
CP Class = in2out
Netlist cell types = 27
nature of the critical path startpoint = input port
vias per inst = 3.86
maximum VDD drop = 12.5 uV
pre-CTS WS = 1850 ps
crit path DRT = 6720 ps
Flop Count = 0
Pleak = 0.000862 uW
Top cells excl fill/tap = 65 x clkdlybuf4s50_1, 31 x inv_1, 31 x conb_1
routing by layer:
| layer | GRT usage (%) | up-vias | part of all wire, % | routed length [um] |
|---|---|---|---|---|
| li1 | - | 524 | - | - |
| met1 | 8.86 | 400 | 43 | 1260 |
| met2 | 12.1 | 49 | 47 | 1380 |
| met3 | 1.84 | 0 | 11 | 312 |
| met4 | 0 | 0 | 0 | 0 |
| met5 | 0 | - | 0 | 0 |
cells by family (layout without fill, tap and decap cells):
family / count (synthesis) / count (layout) / share of synthesized area (%)
compound gates: 28 / 28 / 22.6
xor+xnor: 2 / 2 / 1.65
fa+ha+maj: 31 / 31 / 37.2
buf+inv: 63 / 96 / 33.5
other cells: 1 / 31 / 0.353
simple gates: 10 / 10 / 4.70
where the power goes:
| part | switching [uW] | leakage, uW | internal, uW |
|---|---|---|---|
| clock network | 0 | 0 | 0 |
| logic | 25.0 | 0.000862 | 50.0 |
| registers | 0 | 0 | 0 |
| total | 25.0 | 0.000862 | 50.0 |
path summary, 6_finish.rpt:
kind / start / endpoint / slack, ps / depth (start not counted)
max: i1[15] / out[0] / 1870 / 13
min: i1[23] / out[0] / 4590 / 6
area by class of cell:
cell class | count | share of cell area, %
Inverter | 31 | 7.03
Timing Repair Buffer | 65 | 39.3
Multi-Input combinational cell | 102 | 49.5
Tap cell | 54 | 4.08
stage by stage:
step	cells	hold WS, ps	instance area, um^2	utilization, %	total power (uW)
final	252	4590	1650	35.5	75.0
after global placement	252	4610	1650	35.5	76.6
after CTS	252	4610	1650	35.5	77.3
after detailed placement	252	4610	1650	35.5	76.7
after floorplan	165	3780	1180	-	47.4
after global routing	252	4680	1650	35.5	85.2
synth_stat cells, drive strengths merged:
cell type,number
a2111oi,3
a211o,1
a211oi,1
a21o,4
a21oi,3
a31o,1
a31oi,1
buf,32
conb,1
fa,1
ha,30
inv,31
nand2,1
nand2b,2
nand3,1
nor2,3
nor2b,2
nor3,1
o2111ai,4
o211ai,2
o21a,3
o21ai,3
o21bai,1
o221ai,1
xnor2,2
worst max-delay path, stage by stage:
cell	delay, ps
clkdlybuf4s50_1	450
inv_1	40
ha_1	280
a21o_1	190
a2111oi_2	340
o211ai_1	170
a21oi_2	150
nor2_1	70
o221ai_2	190
fa_1	460
xnor2_1	190
xnor2_1	140
clkdlybuf4s50_1	490
Power figures rest on the tool's default switching activity, not on a simulated workload.
